===== run.sh =====
#!/bin/bash
# OpenROAD 26Q1-2900-gdf79404cd8, Yosys 0.63+post, stock flow scripts
make -C /OpenROAD-flow-scripts/flow DESIGN_CONFIG=/design/flow/config.mk WORK_HOME=/design/flow/orfs finish

===== design.v =====
module instruction_memory (read_addr, reset, instruction);
    input reset;
    input [6:0] read_addr;
    output [31:0] instruction;
    reg [31:0] Imemory [63:0];  
    wire [5:0] shifted_read_addr;
    integer k;
	assign shifted_read_addr=read_addr[6:2];
    assign instruction = Imemory[shifted_read_addr];
	always @(posedge reset)
        begin
            for (k=16; k<32; k=k+1) begin 
			Imemory[k] = 32'b0;
            end
Imemory[0] = 32'b00100000000010000000000000100000;  
Imemory[1] = 32'b00100000000010010000000000110111;  
Imemory[2] = 32'b00000001000010011000000000100100;  
Imemory[3] = 32'b00000001000010011000000000100101;  
Imemory[4] = 32'b10101100000100000000000000000100;  
Imemory[5] = 32'b10101100000010000000000000001000;  
Imemory[6] = 32'b00000001000010011000100000100000;  
Imemory[7] = 32'b00000001000010011001000000100010;  
Imemory[8] = 32'b00010010001100100000000000001001;  
Imemory[9] = 32'b10001100000100010000000000000100;  
Imemory[10]= 32'b00110010001100100000000001001000;  
Imemory[11] =32'b00010010001100100000000000001001;  
Imemory[12] =32'b10001100000100110000000000001000;  
Imemory[13] =32'b00010010000100110000000000001010;  
Imemory[14] =32'b00000010010100011010000000101010;  
Imemory[15] =32'b00010010100000000000000000001111;  
Imemory[16] =32'b00000010001000001001000000100000;  
Imemory[17] =32'b00001000000000000000000000001110;  
Imemory[18] =32'b00100000000010000000000000000000;  
Imemory[19] =32'b00100000000010010000000000000000;  
Imemory[20] =32'b00001000000000000000000000011111;  
Imemory[21] =32'b00100000000010000000000000000001;  
Imemory[22] =32'b00100000000010010000000000000001;  
Imemory[23] =32'b00001000000000000000000000011111;  
Imemory[24] =32'b00100000000010000000000000000010;  
Imemory[25] =32'b00100000000010010000000000000010;  
Imemory[26] =32'b00001000000000000000000000011111;  
Imemory[27] =32'b00100000000010000000000000000011;  
Imemory[28] =32'b00100000000010010000000000000011;  
Imemory[29] =32'b00001000000000000000000000011111;  
        end
endmodule

===== constraint.sdc =====
current_design instruction_memory

set clk_period 2.7
set clk_io_pct 0.2

create_clock -name clk0 -period $clk_period [get_ports {reset}]

set non_clock_inputs [all_inputs -no_clocks]
set_input_delay [expr $clk_period * $clk_io_pct] -clock clk0 $non_clock_inputs
set_output_delay [expr $clk_period * $clk_io_pct] -clock clk0 [all_outputs]

===== config.mk =====
export PLATFORM = sky130hd
export DESIGN_NAME = instruction_memory
export DESIGN_NICKNAME = instruction_memory
export VERILOG_FILES = /design/flow/design.v
export SDC_FILE = /design/flow/constraint.sdc
export NUM_CORES = 4
export LEC_CHECK = 1
export CORE_AREA = 10 10 79 79
export DIE_AREA = 0 0 89 89

==> impl_metrics.json <==
{
  "critical_path_class": "in2out",
  "track_usage_pct": 6.97,
  "die_w_um": 89,
  "synth_cell_type_count": 39,
  "hpwl_mm": 2.21,
  "total_power_uw": 205,
  "grt_overflow": 0,
  "p_comb_share_pct": 100.0,
  "grt_pass1_wl_mm": 4.53,
  "io_buffers": 30,
  "fin_cells": 230,
  "place_congestion": 0.884,
  "antenna_cells": 0,
  "finalCritPeriodShare_pct": 97.7,
  "yosys.stat.seqShare_pct": 0,
  "ant_nets": 0,
  "cp_max_fo": 10,
  "clkPwrFrac_pct": 0,
  "initCoreUtil_pct": 15.6,
  "layout_min_cycle_time_ps": 2640,
  "p_leak_nw": 0.591,
  "register_area_um2": 0,
  "ys_cells": 124,
  "status": "finished, final reports clean",
  "die_area_um2": 7920,
  "setup_viol": 0,
  "p_int_uw": 118,
  "rows": 25,
  "synth.avg_cell_area_um2": 5.87,
  "grt_max_degree": 15,
  "netlist_area_um2": 728,
  "io_pins": 40,
  "drt-initial-drc-count": 54,
  "p_sw_uw": 87.2,
  "warning_count": 30,
  "drv_slew": 0,
  "power.density_nw_per_um2": 154,
  "drt_wl_total_mm": 2.93,
  "hold_path_startpoint": "read_addr[4]",
  "nClkBuffers": 0,
  "seq_cell_count": 0,
  "die_h_um": 89,
  "drc": 0,
  "core-area_um2": 4660,
  "hold_class": "in2out",
  "ys_area_um2": 728,
  "end_kind": "output pin",
  "syn_inst": 124,
  "layout_top_cell": "buf_4",
  "dr.pass1.iters": 4,
  "hold_viol": 0,
  "post_drt_wl_per_cell_um": 12.7,
  "worstPathRequired_ps": 2160,
  "final_cell_mix": "buf_4, clkdlybuf4s50_1, nor2_1",
  "fill_cells": 492,
  "ys.warnings.count": 1026,
  "max-cap-violations": 0,
  "area_growth_pct": 83.0,
  "fin_tns_setup_ps": 0,
  "antenna_found_initial": 0,
  "power_frac_seq_pct": 0,
  "start_kind": "input pin",
  "crit_start": "read_addr[6]",
  "switching_share_pct": 42.5,
  "dp_cells": 222,
  "stdcell_area_um2": 1330,
  "place_area_um2": 1210,
  "drive_gt1_share_pct": 26.7,
  "irDropWorstVdd_uv": 64.0,
  "viasPerCell": 4.53,
  "crit_arrival_ps": 2100,
  "vias": 1043,
  "max_freq_mhz": 379,
  "rsz0062_at_grt": "false",
  "grt_pass1_vias": 974
}
-- area by class of cell --
class	count	area, µm²	share of cell area, %
multi-input cells	106	629	47.2
repair buffers	67	624	46.9
well taps	54	67.6	5.07
inverters	3	11.3	0.845
-- power groups by stage --
| stage | sequential, mW | clock (mW) | combinational, mW |
|---|---|---|---|
| final | 0 | 0 | 0.205 |
| after global routing | 0 | 0 | 0.225 |
| after CTS | 0 | 0 | 0.201 |
-- logic make-up (layout without fill, tap and decap cells) --
kind of cell    after synthesis  in the layout  share of synthesized area (%)
fa+ha+maj                     1              1                           1.37
xor+xnor                      4              4                           4.81
other cells                   1              7                          0.515
buf+inv                      24             70                           21.6
mux                           1              1                           1.37
simple gates                 52             52                           34.0
compound gates               41             41                           36.3
-- metrics by stage --
| step | setup slack (ps) | hold WS (ps) | utilization [%] |
|---|---|---|---|
| finish | 62.9 | 1700 | 28.6 |
| global placement | -212 | 2220 | 26.1 |
| detailed placement | -224 | 2210 | 26.1 |
| floorplan | 851 | 1210 | - |
| CTS | 0.806 | 1920 | 27.7 |
| global route | 3.92 | 1750 | 28.6 |
-- worst max-delay path, cell delays in order --
cell	delay, ps
dlygate4sd2_1	360
buf_4	240
nand2_1	110
a2bb2oi_1	150
o22ai_1	200
clkdlybuf4s50_1	500
-- path summary, 6_finish.rpt --
path	end	slack [ps]	depth (start not counted)
max	instruction[4]	60	6
min	instruction[1]	1700	4
-- cell usage after synthesis (all sizes together) --
master,count,area [µm²]
a211o,1,8.76
a211oi,1,7.51
a21boi,2,15.0
a21o,1,7.51
a21oi,12,60.1
a221o,1,10.0
a22oi,1,7.51
a2bb2oi,1,8.76
a31oi,1,6.26
and2,1,6.26
and3b,1,8.76
buf,20,143
clkbuf,1,3.75
conb,1,3.75
inv,3,11.3
maj3,1,10.0
mux2i,1,10.0
nand2,16,60.1
nand2b,3,26.3
nand3,1,5.00
nand3b,1,7.51
nor2,17,66.3
nor2b,5,31.3
nor3,6,30.0
nor4,1,6.26
o21a,1,7.51
o21ai,8,40.0
o221ai,2,17.5
o22ai,4,25.0
o2bb2ai,1,8.76
o311ai,1,8.76
o31ai,1,7.51
o32ai,2,17.5
xnor2,4,35.0
-- routing by layer --
layer  up-vias  GRT usage, %  share of wire, %
met2        35          12.4                50
li1        529             -                 -
met3         6         0.643               5.7
met4         0          1.59               2.2
met5         -             0                 0
met1       473          8.82                42
-- repair_timing --
item	4_1_cts	5_1_grt
resized	14	13
hold buffers	0	0
endpoints found under the setup margin	23	10
endpoints found under the hold margin	0	0
setup buffers	5	2
gates cloned	1	0
pin swaps	3	4
No activity file was given, so power comes from the tool's default toggle rates.
