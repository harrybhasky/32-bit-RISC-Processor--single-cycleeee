<file path="design.v">
module alu_add_only (in_a, in_b, add_out);
    input [31:0] in_a, in_b;
    output [31:0] add_out;
    assign add_out = in_a + in_b;
endmodule
</file>
<file path="run.sh">
#!/bin/bash
# OpenROAD 26Q1-2900-gdf79404cd8, Yosys 0.63+post, stock flow scripts
make -C /OpenROAD-flow-scripts/flow DESIGN_CONFIG=/design/flow/config.mk WORK_HOME=/design/flow/orfs finish
</file>
<file path="config.mk">
export PLATFORM = sky130hd
export DESIGN_NAME = alu_add_only
export DESIGN_NICKNAME = alu_add_only
export VERILOG_FILES = /design/flow/design.v
export SDC_FILE = /design/flow/constraint.sdc
export NUM_CORES = 4
export LEC_CHECK = 1
export CORE_AREA = 10 10 107 107
export DIE_AREA = 0 0 117 117
</file>
<file path="constraint.sdc">
current_design alu_add_only

set clk_period 14.5
set clk_io_pct 0.2

create_clock -name clk0 -period $clk_period

set non_clock_inputs [all_inputs -no_clocks]
set_input_delay [expr $clk_period * $clk_io_pct] -clock clk0 $non_clock_inputs
set_output_delay [expr $clk_period * $clk_io_pct] -clock clk0 [all_outputs]
</file>
==> flow_summary.html <==
<h2>Implementation results</h2>
<table>
<tr><th>Metric</th><th>Value</th></tr>
<tr><th colspan="2">Status</th></tr>
<tr><td>Result of the run</td><td>finished clean</td></tr>
<tr><th colspan="2">GRT</th></tr>
<tr><td>Vias in the first global route</td><td>2150</td></tr>
<tr><td>Overall overflow remaining after global route</td><td>0</td></tr>
<tr><td>Largest net degree at the start of global routing</td><td>11</td></tr>
<tr><td>Tot GR Track Use</td><td>between 8 and 9%</td></tr>
<tr><td>Initial antenna violation count</td><td>0</td></tr>
<tr><td>First-pass GRT wire length</td><td>10.21 mm</td></tr>
<tr><th colspan="2">Worst setup path</th></tr>
<tr><td>Sort of element at the start of the critical path</td><td>primary input</td></tr>
<tr><td>Crit-path slowest cell</td><td>sky130_fd_sc_hd__clkdlybuf4s50_1</td></tr>
<tr><td>Start-to-end type of the worst setup path</td><td>in -&gt; out</td></tr>
<tr><td>Required arrival time at the worst endpoint</td><td>11.60 ns</td></tr>
<tr><td>Buffers and inverters on the worst path</td><td>2</td></tr>
<tr><td>CP delay by family, top</td><td>AND-OR/OR-AND gates</td></tr>
<tr><td>Kind of capture point of the worst setup path</td><td>primary output</td></tr>
<tr><td>Largest incremental delay on the critical path</td><td>approximately 0.48 ns</td></tr>
<tr><td>Arr. time, crit path</td><td>5.86 ns</td></tr>
<tr><td>Peak fanout along the critical path</td><td>4</td></tr>
<tr><td>Cell seen most often among critical-path stages</td><td>sky130_fd_sc_hd__clkdlybuf4s50_1</td></tr>
<tr><td>Ordered list of cells on the worst path</td><td>clkdlybuf4s50_1 -&gt; ha_1 -&gt; fa_1 -&gt; a21o_1 -&gt; a31o_2 -&gt; nand3_1 -&gt; o221ai_1 -&gt; a311oi_1 -&gt; o21bai_1 -&gt; xor2_1 -&gt; clkdlybuf4s50_1</td></tr>
<tr><th colspan="2">Final layout</th></tr>
<tr><td>Layout Utilization</td><td>30.45%</td></tr>
<tr><td>Sequential cell count of the final layout</td><td>0</td></tr>
<tr><td>Clock buffers</td><td>0</td></tr>
<tr><td>Area growth from synthesis to layout</td><td>60.55%</td></tr>
<tr><td>Layout cell share with drive strength beyond 1</td><td>3.067%</td></tr>
<tr><td>Sequential standard cell area</td><td>0 um2</td></tr>
<tr><th colspan="2">Routing</th></tr>
<tr><td>DR iter-0 viols</td><td>about 70</td></tr>
<tr><td>Via count of the routed design</td><td>between 2000 and 2500</td></tr>
<tr><td>Met3 routed wirelength</td><td>672 um</td></tr>
<tr><td>Post-Route WL</td><td>6.255 mm</td></tr>
<tr><td>ANT nets after route</td><td>0</td></tr>
<tr><td>Post-DR vias/cell</td><td>4.808</td></tr>
<tr><td>Top layer reached by signal wires</td><td>met3</td></tr>
<tr><td>Met2 Wirelength</td><td>2.820 mm</td></tr>
<tr><td>Routed len/inst</td><td>14.31 um</td></tr>
<tr><td>Post-detailed-route DRC marker count</td><td>0</td></tr>
<tr><td>Diode count</td><td>0</td></tr>
<tr><td>Metal-1 WL</td><td>2.762 mm</td></tr>
<tr><td>Iteration tally of the first detailed-router pass</td><td>4</td></tr>
<tr><th colspan="2">Floorplanning</th></tr>
<tr><td>Die W</td><td>117 um</td></tr>
<tr><td>Fraction of the core area occupied by cells at floorplan</td><td>18.97%</td></tr>
<tr><td>Cell Rows</td><td>35</td></tr>
<tr><td>Die Ht</td><td>approximately 120 um</td></tr>
<tr><td>Core area</td><td>0.009196 mm2</td></tr>
<tr><td>Die outline area</td><td>0.01369 mm2</td></tr>
<tr><td>I/O pin total</td><td>~96</td></tr>
<tr><th colspan="2">Pwr</th></tr>
<tr><td>Maximum vdd drop</td><td>0.00002127 V</td></tr>
<tr><td>LEAKAGE</td><td>1.176 nW</td></tr>
<tr><td>Power Dens Cells</td><td>48.23 mW/mm2</td></tr>
<tr><th colspan="2">Synthesis</th></tr>
<tr><td>Ranking of synthesized cells by area</td><td>sky130_fd_sc_hd__ha_1 (22%), sky130_fd_sc_hd__a21oi_1 (8.3%), sky130_fd_sc_hd__a21o_1 (8.2%)</td></tr>
<tr><td>Synth Seq Share</td><td>0%</td></tr>
<tr><td>Summed instance area of the synthesized netlist</td><td>about 0.0017 mm2</td></tr>
<tr><td>Yosys warns</td><td>0</td></tr>
<tr><td>Yosys cell count</td><td>241</td></tr>
<tr><td>Area figure in the yosys stat output</td><td>0.001744 mm2</td></tr>
<tr><td>Distinct lib cells</td><td>50</td></tr>
<tr><td>Dominant cell by count in the synthesized netlist</td><td>sky130_fd_sc_hd__ha_1</td></tr>
<tr><td>Synthesized instance count</td><td>241</td></tr>
<tr><td>Cell taking the most area after synthesis</td><td>sky130_fd_sc_hd__ha_1</td></tr>
<tr><td>Commonest cells in the synthesized netlist</td><td>sky130_fd_sc_hd__ha_1 (31), sky130_fd_sc_hd__a21oi_1 (29), sky130_fd_sc_hd__a21o_1 (19), sky130_fd_sc_hd__nand2_1 (18), sky130_fd_sc_hd__xor2_1 (15)</td></tr>
<tr><td>Mean post-synth cell area</td><td>7.237 um2</td></tr>
<tr><td>Portion of synthesized cell area occupied by the leading cell type</td><td>22.24%</td></tr>
<tr><th colspan="2">Placement</th></tr>
<tr><td>Number of buffers inserted by port buffering</td><td>96</td></tr>
<tr><td>Placed wire-length estimate after detailed placement</td><td>roughly 5.6 mm</td></tr>
<tr><td>Gp weighted congestion</td><td>0.8280</td></tr>
<tr><th colspan="2">Run</th></tr>
<tr><td>Count of tool warnings</td><td>32</td></tr>
<tr><td>Maximum capacitance violations</td><td>0</td></tr>
<tr><th colspan="2">Final timing</th></tr>
<tr><td>Number of pins exceeding their max-slew limit in the final report</td><td>0</td></tr>
<tr><td>Final total negative setup slack</td><td>0 ns</td></tr>
<tr><td>Maximum clock frequency</td><td>0.1141 GHz</td></tr>
<tr><td>Final setup violation count</td><td>0</td></tr>
<tr><td>Final Cycle Share</td><td>approximately 60%</td></tr>
<tr><td>Final critical delay including setup and external delays</td><td>8.765 ns</td></tr>
<tr><td>Worst hold-check slack</td><td>6.840 ns</td></tr>
<tr><td>Final number of hold-violating endpoints</td><td>0</td></tr>
<tr><td>Relative max-transition margin</td><td>66.30%</td></tr>
<tr><td>Unrepaired setup endpoints after global routing</td><td>no</td></tr>
<tr><td>Slew at the pin closest to its max-slew limit</td><td>0.4928 ns</td></tr>
<tr><th colspan="2">Clock tree</th></tr>
<tr><td>Hold buffers post-CTS</td><td>0</td></tr>
<tr><td>Post-CTS repair timing setup buffer count</td><td>0</td></tr>
<tr><td>Post-CTS Resized</td><td>0</td></tr>
<tr><th colspan="2">Hold path</th></tr>
<tr><td>Count of cells along the worst hold path</td><td>3</td></tr>
<tr><td>Hold Path Origin</td><td>in_b[0]</td></tr>
<tr><td>Min-Delay Path Class</td><td>in -&gt; out</td></tr>
<tr><td>Worst Hold Path EP</td><td>add_out[0]</td></tr>
</table>
==> power by group <==
part,internal [mW],total (mW),switching (mW)
clock network,0,0,0
logic,0.0804,0.135,0.0546
registers,0,0,0
==> cell type report <==
class                           count  area (um2)
Timing Repair Buffer               96       960.9
Fill cell                         982        6396
Tap cell                          111       138.9
Multi-Input combinational cell    224        1678
Inverter                            6       22.52
==> layout by cell type (no fill, tap or decap), types with 2 or more instances in the layout <==
cell	n
sky130_fd_sc_hd__or2_2	3
sky130_fd_sc_hd__a21o_1	19
sky130_fd_sc_hd__clkdlybuf4s50_1	96
sky130_fd_sc_hd__nor3_1	4
sky130_fd_sc_hd__o311ai_1	2
sky130_fd_sc_hd__xnor2_1	13
sky130_fd_sc_hd__nand4_1	8
sky130_fd_sc_hd__a31oi_1	3
sky130_fd_sc_hd__nand2_1	18
sky130_fd_sc_hd__ha_1	31
sky130_fd_sc_hd__inv_1	6
sky130_fd_sc_hd__o21bai_1	4
sky130_fd_sc_hd__o21ai_0	13
sky130_fd_sc_hd__xor2_1	15
sky130_fd_sc_hd__nand3_1	10
sky130_fd_sc_hd__a21oi_1	29
sky130_fd_sc_hd__o221ai_1	2
sky130_fd_sc_hd__mux2i_1	2
sky130_fd_sc_hd__nor2_1	12
sky130_fd_sc_hd__o21a_1	2
sky130_fd_sc_hd__nand2b_1	2
sky130_fd_sc_hd__a211oi_1	3
sky130_fd_sc_hd__o211ai_1	3
sky130_fd_sc_hd__a311oi_1	2
==> per-layer routing <==
metal	global-route usage [%]	vias to the layer above
met5	0	-
met4	0.08237	0
met3	3.148	0
met2	15.26	62
met1	11.25	946
li1	-	1093
==> stage by stage <==
stage | cell area [um2] | power [mW] | cells | setup slack (ns)
after detailed placement | 2800 | 0.1360 | 437 | 5.679
after global placement | 2800 | 0.1365 | 437 | 5.722
after floorplan | 1744 | 0.06406 | 241 | 6.875
after CTS | 2800 | 0.1373 | 437 | 5.666
after global routing | 2800 | 0.1508 | 437 | 5.523
final | 2800 | 0.1350 | 437 | 5.735
==> worst max path at each step <==
stage	from	to	slack [ns]	cells past startpoint
after CTS	in_a[0]	add_out[26]	5.67	11
final	in_a[0]	add_out[26]	5.74	11
after global routing	in_a[0]	add_out[26]	5.52	11
==> kinds of logic (layout without fill, tap and decap cells) <==
family / Yosys count / after routing / share of synthesized area, %
simple gates: 65 / 65 / 18.29
xor+xnor: 28 / 28 / 14.06
fa+ha+maj: 32 / 32 / 23.39
mux: 2 / 2 / 1.148
compound gates: 97 / 97 / 39.31
buf+inv: 17 / 102 / 3.802
Power is estimated from default activity; no workload was simulated.
